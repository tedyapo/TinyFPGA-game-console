`flow/run.sh`:
```
#!/bin/bash
# OpenROAD 26Q1-2900-gdf79404cd8, Yosys 0.63+post, stock flow scripts
make -C /OpenROAD-flow-scripts/flow DESIGN_CONFIG=/design/flow/config.mk WORK_HOME=/design/flow/orfs finish
```
`flow/config.mk`:
```
export PLATFORM = sky130hd
export DESIGN_NAME = vga_gen
export DESIGN_NICKNAME = vga_gen
export VERILOG_FILES = /design/flow/design.v
export SDC_FILE = /design/flow/constraint.sdc
export NUM_CORES = 4
export LEC_CHECK = 1
export CORE_AREA = 10 10 101 101
export DIE_AREA = 0 0 111 111
```
`flow/constraint.sdc`:
```
current_design vga_gen

set clk_period 2.4
set clk_io_pct 0.2

create_clock -name clk0 -period $clk_period [get_ports {dot_clock}]

set non_clock_inputs [all_inputs -no_clocks]
set_input_delay [expr $clk_period * $clk_io_pct] -clock clk0 $non_clock_inputs
set_output_delay [expr $clk_period * $clk_io_pct] -clock clk0 [all_outputs]
```
`flow/design.v`:
```
module vga_gen 
  #(
    parameter HBITS = 10,
    parameter H_FRONT_PORCH = 16,
    parameter H_SYNC_WIDTH = 96,
    parameter H_BACK_PORCH = 48,
    parameter H_TOTAL_DOTS = 800,
    parameter COLS = 640,
    parameter VBITS = 10,
    parameter V_FRONT_PORCH = 10,
    parameter V_SYNC_WIDTH = 2,
    parameter V_BACK_PORCH = 33,
    parameter V_TOTAL_LINES = 525,
    parameter ROWS = 480   
    )
   (
    input wire              dot_clock,
    output wire [VBITS-1:0] row,
    output wire [HBITS-1:0] col,
    output reg              hsync,
    output reg              hblank,
    output reg              vsync,
    output reg              vblank,
    output wire             frame_active
    );
   reg [HBITS-1:0] horiz_ctr;
   reg [VBITS-1:0] vert_ctr;
   assign frame_active = !vblank & !hblank;  
   assign col = horiz_ctr - (H_FRONT_PORCH +
                             H_SYNC_WIDTH +
                             H_BACK_PORCH);
   assign row = vert_ctr - (V_FRONT_PORCH +
                            V_SYNC_WIDTH +
                            V_BACK_PORCH);
   always @(posedge dot_clock) begin
      horiz_ctr <= horiz_ctr + 1;
      case (horiz_ctr)
        H_FRONT_PORCH:                           hsync <= 1;
        H_FRONT_PORCH+H_SYNC_WIDTH:              hsync <= 0;
        H_FRONT_PORCH+H_SYNC_WIDTH+H_BACK_PORCH: hblank <= 0;
        H_TOTAL_DOTS:
          begin
             horiz_ctr <= 0;
             hblank <= 1;
          end
      endcase
   end  
   always @(posedge hblank) begin
      vert_ctr <= vert_ctr + 1;
      case (vert_ctr)
        V_FRONT_PORCH:                            vsync <= 1;
        V_FRONT_PORCH+V_SYNC_WIDTH:               vsync <= 0;
        V_FRONT_PORCH+V_SYNC_WIDTH+V_BACK_PORCH:  vblank <= 0;
        V_TOTAL_LINES:
          begin
             vert_ctr <= 0;
             vblank <= 1;
          end
      endcase
   end  
endmodule
```
==> results.txt <==
Implementation results. Portion of the post-synthesis area used by sequential elements landed at 35.4%. Height of the die landed at 111 um. Remaining antenna violation count after routing landed at 0. Final weighted congestion in routability-driven placement landed at 0.729.

The end-of-flow timing check tallies setup violations at 0. Per the skew report, the later register of the worst-skew pair sees a clock latency of 0.24 ns. After floorplanning, the core was sized to cover 8130 um2. Unique cell type count in the Yosys netlist landed at 52. Setup repair after global routing left no endpoint under its margin. Mean instance size in the synthesized netlist landed at 9.24 um2.

Via density per instance landed at 3.93. Routed wire length per instance landed at 10.4 um. The area taken by multi-input combinational cells is reported as 823 um2. The filler cells instantiated in the layout total 866. Maximum resistive drop on vdd landed at 0.262 mV. The layout report lists the combined flip-flop and latch area as 522 um2. The final timing report lists a max-slew violation count of 0. The wire-length estimate of the detail-placed layout is 2160 um. Per the GRT congestion report, total overflow comes to 0. For reference, the critical path cell chain is inv_2 > ha_1 > inv_1 > a21oi_1 > xor2_1 > clkdlybuf4s50_1.

Fraction of final layout cells sized beyond drive strength 1 landed at 9.14%. Via count of the first global-routing pass landed at 1,005. Final worst clock skew landed at 0.00165 ns. Grouping stages by cell kind, the critical path spends the most delay in buffers and inverters. Maximum number of pins on one net before global-route repair landed at 15. Initial cell density of the core landed at 18.1%. For this run, the script counts the antenna cells in the layout as 0.

During placement, the flow inserted port buffers numbering 25. Count of synthesis-stage warnings from yosys landed at 1. For this run, the chip area from Yosys synthesis comes to 1470 um2. The run finished with clean final reports. The routed layout has 1,099 vias. Per the timing report, the achievable frequency comes out to 445 MHz. Layout-stage area growth over the synthesis result landed at 24.1%. Clock period minus final worst setup slack landed at 2.25 ns. According to the I/O placement log, the pin count is 26. In this run the most critical hold path is launched from horiz_ctr[0]. Combined area of all synthesized cells landed at 1470 um2. Leakage power of the design landed at 0.000639 uW. Looking at the clock tree report, the H-tree level count equals 1.

Per the repair_timing log after CTS, setup buffers inserted total 0. Worst slew margin relative to its limit landed at 65.6%. Final worst-path cycle share landed at 93.6%.

Fraction of the core area covered by cells at the end of the flow landed at 22.4%. Number of warning messages in the logs landed at 31. The script parses the final routing iteration and logs DRC violations as 0. Counting both buffers and inverters, the worst setup path holds a total of 3.

On the worst path, the slowest cell contributes a delay of 0.49 ns. First-pass GRT wire length landed at 4960 um. Number of max-capacitance violations reported landed at 0. Number of detailed-routing iterations run before antenna repair landed at 3. In the post-route report, total wirelength is listed as 2910 um. Count of library flops with an enable pin landed at 4. Number of placement rows landed at 33. On the critical path, the stage with the largest delay is an instance of clkdlybuf4s50_1. Overall track demand over capacity in global routing landed at 4.49%. Per the post-CTS timing run, clock transition at the registers of the reported paths is 0.06 ns. Area of the die landed at 12,300 um2. CTS placed an instance of clkbuf_8 at the clock tree root.

After technology mapping, the gate count stands at 159. Initial antenna violation count landed at 0. 26 endpoints have no timing constraint. Number of DRC violations after detailed-routing iteration 0 landed at 35.

Final number of hold-violating endpoints landed at 0. OpenSTA lists the critical path startpoint as horiz_ctr[6]. Maximum buffer depth of the clock tree landed at 2. The worst setup path is captured at an output pin.

The worst hold path belongs to the class reg2reg. Worst setup slack for register-to-register paths landed at 0.73 ns. Worst path required time landed at 1.92 ns.

Looking at the reg2reg group, the worst path starts from horiz_ctr[0]. Count of instantiated cells in the yosys netlist landed at 159. Final-layout setup total negative slack landed at 0 ns. TritonCTS built the clock tree. Horizontal die size landed at 111 um. Transition at the pin with the smallest max-transition slack landed at 0.515 ns. In the setup report, the worst path falls into the class reg2out. On the critical path the data arrives at 1.77 ns.

In the synthesized netlist the async set-or-reset flop fraction comes to 0%. Number of buffers added by the clock tree synthesis step landed at 3. Looking at the cell usage after synthesis, the top flip-flop cell is dfxtp_1. Maximum net fanout on the critical path landed at 6.

Number of register bits inferred by synthesis landed at 24. Power spread over the standard cell area amounts to 235 nW/um2. STA classifies the critical path startpoint as a register. The timer found 12 register pins that no clock reaches; their paths are not timed.
-- layout make-up --
class | count | share of cell area [%]
clock buffer | 4 | 3.02
inverter | 11 | 2.26
multi-input combinational | 111 | 45.2
sequential | 24 | 28.6
tap | 105 | 7.21
timing repair buffer | 25 | 13.7
-- stage by stage --
stage	total power [uW]	area, um2	worst slack [ns]	std cells	hold WS (ns)
finish	429	1820	0.154	280	0.508
global route	441	1820	0.0332	280	0.560
CTS	430	1820	0.111	280	0.515
detailed placement	208	1770	0.406	276	0.500
global placement	208	1770	0.411	276	0.497
floorplan	208	1470	0.811	159	0.463
-- layout by cell type, fill, tap and decap left out, types with 2 or more instances in the layout --
cell,instances
ha_1,9
nand2_1,8
xnor2_1,17
nand4_1,6
nor2_1,13
dfxtp_1,19
nor4_1,2
edfxtp_1,4
o21ai_0,4
clkdlybuf4s50_1,25
nor3_1,3
xor2_1,6
a21oi_1,2
inv_1,10
and3_1,3
nand3_1,7
clkbuf_8,4
-- per-layer routing --
metal | wire [um] | GRT usage, % | part of all wire [%] | vias to the layer above
met1 | 1400 | 6.31 | 48 | 497
met5 | 0 | 0 | 0 | -
li1 | - | - | - | 579
met2 | 1230 | 6.49 | 42 | 23
met3 | 277 | 1.92 | 9.5 | 0
met4 | 0 | 0.347 | 0 | 0
-- flip-flops by register name (all words and copies together) (netlist names) --
register   flops
hblank         1
vert_ctr      10
vblank         1
vsync          1
hsync          1
horiz_ctr     10
-- Yosys cell counts (4+ instances only) --
cell / n / share of area [%]
nor2_1: 13 / 3.3
nand3_1: 7 / 2.4
ha_1: 9 / 7.7
buf_4: 6 / 3.1
o21ai_0: 4 / 1.4
xnor2_1: 17 / 10
nand4_1: 6 / 2.6
nand2_1: 8 / 2.0
dfxtp_1: 20 / 27
edfxtp_1: 4 / 8.2
inv_1: 11 / 2.8
xor2_1: 6 / 3.6
-- kinds of logic after synthesis --
group	count (synthesis)	share of synthesized area (%)
compound gates	17	8.52
xor+xnor	23	13.7
fa+ha+maj	9	7.67
buf+inv	24	8.52
flops	24	35.4
mux	2	1.45
simple gates	60	24.7
-- path summary, 6_finish.rpt --
path	depth (start not counted)	end
worst min-delay path	1	horiz_ctr[0]
worst max register to register	4	hblank
worst max-delay path	6	col[9]
worst min register to register	1	horiz_ctr[0]
-- timing repair --
action,CTS,global route
hold buffers,0,0
endpoints found under the setup margin,0,1
resized,0,2
hold endpoints to repair,0,0
-- power by group --
group	leakage, uW	total (uW)	internal [uW]	switching, uW
clock network	0.0000288	225	145	79.9
registers	0.000208	204	204	0
logic	0.000403	0.000403	0	0
total	0.000639	429	349	79.9
Power is estimated from default activity; no workload was simulated.
